$ cat flow/design.v
`timescale 1ns / 1ps
module ysyx_2022040010_dcache_tag (
    input  wire                     clk,
    input  wire                     rst,
    input  wire                     flush,
    output wire                     stallreq,
    input  wire                     cache,
    input  wire                     sram_e,
    input  wire                     sram_we,  
    input  wire                     sram_addr,
    input  wire                     refresh,
    output wire                     miss,
    output wire                     dirty,
    output wire                     write_back,
    output wire [2-1:0]    hit,
    output wire                     lru
);
    reg [57-1:0] tag_way0 [64-1:0];
    reg [57-1:0] tag_way1 [64-1:0];    
    reg [64-1:0] lru_r;
    wire [54:0] tag;             
    wire [5:0] index;            
    wire [2:0] offset;           
    wire cache_v;
    wire hit_way0;          
    wire hit_way1;
    wire write_back_way0;  
    wire write_back_way1;
    assign cache_v = cache;
    assign {
        tag,
        index,
        offset
    } = sram_addr;
    always @(posedge clk) begin
        if (rst) begin
            lru_r <= 64'b0;
        end
        else if (hit_way0 & ~hit_way1) begin
            lru_r[index] <= 1'b1;
        end
        else if (~hit_way0 & hit_way1) begin
            lru_r[index] <= 1'b0;            
        end
        else if (refresh) begin
            lru_r[index] <= ~lru_r[index];   
        end
    end
    always @(posedge clk) begin
        if(rst) begin
            tag_way0[ 0] <= 56'b0;
            tag_way0[ 1] <= 56'b0;
            tag_way0[ 2] <= 56'b0;
            tag_way0[ 3] <= 56'b0;
            tag_way0[ 4] <= 56'b0;
            tag_way0[ 5] <= 56'b0;
            tag_way0[ 6] <= 56'b0;
            tag_way0[ 7] <= 56'b0;
            tag_way0[ 8] <= 56'b0;
            tag_way0[ 9] <= 56'b0;
            tag_way0[10] <= 56'b0;
            tag_way0[11] <= 56'b0;
            tag_way0[12] <= 56'b0;
            tag_way0[13] <= 56'b0;
            tag_way0[14] <= 56'b0;
            tag_way0[15] <= 56'b0;
            tag_way0[16] <= 56'b0;
            tag_way0[17] <= 56'b0;
            tag_way0[18] <= 56'b0;
            tag_way0[19] <= 56'b0;
            tag_way0[20] <= 56'b0;
            tag_way0[21] <= 56'b0;
            tag_way0[22] <= 56'b0;
            tag_way0[23] <= 56'b0;
            tag_way0[24] <= 56'b0;
            tag_way0[25] <= 56'b0;
            tag_way0[26] <= 56'b0;
            tag_way0[27] <= 56'b0;
            tag_way0[28] <= 56'b0;
            tag_way0[29] <= 56'b0;
            tag_way0[30] <= 56'b0;
            tag_way0[31] <= 56'b0;
            tag_way0[32] <= 56'b0;
            tag_way0[33] <= 56'b0;
            tag_way0[34] <= 56'b0;
            tag_way0[35] <= 56'b0;
            tag_way0[36] <= 56'b0;
            tag_way0[37] <= 56'b0;
            tag_way0[38] <= 56'b0;
            tag_way0[39] <= 56'b0;
            tag_way0[40] <= 56'b0;
            tag_way0[41] <= 56'b0;
            tag_way0[42] <= 56'b0;
            tag_way0[43] <= 56'b0;
            tag_way0[44] <= 56'b0;
            tag_way0[45] <= 56'b0;
            tag_way0[46] <= 56'b0;
            tag_way0[47] <= 56'b0;
            tag_way0[48] <= 56'b0;
            tag_way0[49] <= 56'b0;
            tag_way0[50] <= 56'b0;
            tag_way0[51] <= 56'b0;
            tag_way0[52] <= 56'b0;
            tag_way0[53] <= 56'b0;
            tag_way0[54] <= 56'b0;
            tag_way0[55] <= 56'b0;
            tag_way0[56] <= 56'b0;
            tag_way0[57] <= 56'b0;
            tag_way0[58] <= 56'b0;
            tag_way0[59] <= 56'b0;
            tag_way0[60] <= 56'b0;
            tag_way0[61] <= 56'b0;
            tag_way0[62] <= 56'b0;
            tag_way0[63] <= 56'b0;
        end
        else if (refresh & ~lru_r[index]) begin   
            tag_way0[index] <= {1'b0, cache_v, tag};
        end
        else if (~lru_r[index] & store_dirty) begin
            tag_way0[index][56] <= store_dirty;
        end
    end
    always @(posedge clk) begin
        if(rst) begin
            tag_way1[ 0] <= 56'b0;
            tag_way1[ 1] <= 56'b0;
            tag_way1[ 2] <= 56'b0;
            tag_way1[ 3] <= 56'b0;
            tag_way1[ 4] <= 56'b0;
            tag_way1[ 5] <= 56'b0;
            tag_way1[ 6] <= 56'b0;
            tag_way1[ 7] <= 56'b0;
            tag_way1[ 8] <= 56'b0;
            tag_way1[ 9] <= 56'b0;
            tag_way1[10] <= 56'b0;
            tag_way1[11] <= 56'b0;
            tag_way1[12] <= 56'b0;
            tag_way1[13] <= 56'b0;
            tag_way1[14] <= 56'b0;
            tag_way1[15] <= 56'b0;
            tag_way1[16] <= 56'b0;
            tag_way1[17] <= 56'b0;
            tag_way1[18] <= 56'b0;
            tag_way1[19] <= 56'b0;
            tag_way1[20] <= 56'b0;
            tag_way1[21] <= 56'b0;
            tag_way1[22] <= 56'b0;
            tag_way1[23] <= 56'b0;
            tag_way1[24] <= 56'b0;
            tag_way1[25] <= 56'b0;
            tag_way1[26] <= 56'b0;
            tag_way1[27] <= 56'b0;
            tag_way1[28] <= 56'b0;
            tag_way1[29] <= 56'b0;
            tag_way1[30] <= 56'b0;
            tag_way1[31] <= 56'b0;
            tag_way1[32] <= 56'b0;
            tag_way1[33] <= 56'b0;
            tag_way1[34] <= 56'b0;
            tag_way1[35] <= 56'b0;
            tag_way1[36] <= 56'b0;
            tag_way1[37] <= 56'b0;
            tag_way1[38] <= 56'b0;
            tag_way1[39] <= 56'b0;
            tag_way1[40] <= 56'b0;
            tag_way1[41] <= 56'b0;
            tag_way1[42] <= 56'b0;
            tag_way1[43] <= 56'b0;
            tag_way1[44] <= 56'b0;
            tag_way1[45] <= 56'b0;
            tag_way1[46] <= 56'b0;
            tag_way1[47] <= 56'b0;
            tag_way1[48] <= 56'b0;
            tag_way1[49] <= 56'b0;
            tag_way1[50] <= 56'b0;
            tag_way1[51] <= 56'b0;
            tag_way1[52] <= 56'b0;
            tag_way1[53] <= 56'b0;
            tag_way1[54] <= 56'b0;
            tag_way1[55] <= 56'b0;
            tag_way1[56] <= 56'b0;
            tag_way1[57] <= 56'b0;
            tag_way1[58] <= 56'b0;
            tag_way1[59] <= 56'b0;
            tag_way1[60] <= 56'b0;
            tag_way1[61] <= 56'b0;
            tag_way1[62] <= 56'b0;
            tag_way1[63] <= 56'b0;
        end
        else if (refresh & lru_r[index]) begin
            tag_way1[index] <= {1'b0, cache_v, tag};    
        end
        else if (lru_r[index] & store_dirty) begin
            tag_way1[index][56] <= store_dirty;
        end
    end
    wire store_dirty;
    assign hit_way0 = cache_v & sram_e & ({1'b1, tag} == tag_way0[index][55:0]);
    assign hit_way1 = cache_v & sram_e & ({1'b1, tag} == tag_way1[index][55:0]);
    assign miss = cache_v & sram_e & ~(hit_way0|hit_way1) & ~flush;
    assign store_dirty = miss & sram_we;   
    assign write_back_way0 = cache_v & sram_e & miss & tag_way0[index][57-1];  
    assign write_back_way1 = cache_v & sram_e & miss & tag_way1[index][57-1];
    assign write_back = write_back_way0 | write_back_way1;
    assign stallreq = miss | (cache & sram_e);
endmodule
$ cat flow/constraint.sdc
current_design ysyx_2022040010_dcache_tag

set clk_period 2.0
set clk_io_pct 0.2

create_clock -name clk0 -period $clk_period [get_ports {clk}]

set non_clock_inputs [all_inputs -no_clocks]
set_input_delay [expr $clk_period * $clk_io_pct] -clock clk0 $non_clock_inputs
set_output_delay [expr $clk_period * $clk_io_pct] -clock clk0 [all_outputs]
$ cat flow/config.mk
export PLATFORM = sky130hd
export DESIGN_NAME = ysyx_2022040010_dcache_tag
export DESIGN_NICKNAME = ysyx_2022040010_dcache_tag
export VERILOG_FILES = /design/flow/design.v
export SDC_FILE = /design/flow/constraint.sdc
export NUM_CORES = 4
export LEC_CHECK = 1
export CORE_AREA = 10 10 70 70
export DIE_AREA = 0 0 80 80
export SYNTH_MEMORY_MAX_BITS = 65536
$ cat flow/run.sh
#!/bin/bash
# OpenROAD 26Q1-2900-gdf79404cd8, Yosys 0.63+post, stock flow scripts
make -C /OpenROAD-flow-scripts/flow DESIGN_CONFIG=/design/flow/config.mk WORK_HOME=/design/flow/orfs finish
==> run summary <==
Post-synth seq share - 43.9%
mux share - 0%
dpl hpwl - 573 µm
first-pass GRT wire length - 1100 µm
vias per cell - 2.85
routed vias - 268
largest net degree at the start of global routing - 8
Clock Skew - 3.56 ps
Post-Syn Area - 319 µm²
clk sinks - 5
Gate Area - 158 µm²
Fin Hold WS - 657 ps
share of cells above drive strength 1 - 31.3%
worst-path fanout max - 2
Synth Area in Compound Gates - 16.9%
yosys stat area - 319 µm²
final core occ - 15.1%
setup slack at placement - -202 ps
CP arrival - 1440 ps
asr flop ratio synth - 0%
simple-gate portion of the synthesized area - 23.5%
Final Hold Vio Count - 0
post-route insts no fill - 94
largest non-sequential cell family by area - simple AND/OR/NAND/NOR gates
vias in the first global route - 271
Starting DRT DRC Count - 12
Root Driver - clkbuf_4
1st-pass router iterations - 3
slowest stage delay, CP - 450 ps
Yosys warning count - 5
CTS Hold Bufs - 0
Clock H-tree levels - 1
final setup vio count - 0
Peak VDD IR - 0.106 mV
CP Cell Sequence - and3b_1 > and2_4 > clkdlybuf4s50_1
FP Core Util - 9.34%
Yosys top cell by area - edfxtp_1
IO Port Bufs - 9
setup TNS - 0 ps
area share, top type - 37.6%
Power Total - 0.306 mW
Die H - 80 µm
Final Max Slew Viols - 0
slowest cell on the critical path - clkdlybuf4s50_1
CTS tree - done
Worst Path Buf+Inv - 1
final instance area - 515 µm²
Crit path required time - 1600 ps
grt total ovfl - 0
Largest cells by area - edfxtp_1 (38%), buf_4 (9.4%), dfxtp_1 (6.3%), o21bai_1 (4.7%), and4bb_2 (3.9%)
max_cap viols - 0
Mapped Cells - 31
antenna cell count - 0
Tcrit/Tclk final - 92.1%
Tmin final - 1840 ps
ys cells - 31
count of library flops with an enable pin - 4
IO Pins - 15
# rows - 21
Placement Cell Area - 478 µm²
final WL - 701 µm
Placer Congestion - 0.773
worst min path class - reg2reg
GR Util All Layers - 2.05%
startpoint types - flop
DRC - 0
most instantiated cells after synthesis - buf_4 (4), edfxtp_1 (4), nor2_1 (2), o21bai_1 (2)
Setup WS post-layout - 158 ps
Reg clk slew, reported paths - 40 ps
placed insts - 89
Log Warnings - 26
initial antenna violation count - 0
Latency at later pin - 240 ps
chip footprint - 0.00640 mm²
Bufs on Longest Clock Path - 2
CP endpoint kind - output pin
cts bufs inserted - 3
status - finished clean
number of nets with antenna violations after routing - 0
Yosys cell types - 23
adder share - 0%
Max Clk Rate - 0.543 GHz
synthesized area per cell - 10.3 µm²
P per Cell Area - 593 mW/mm²
crit path kind - reg2out
area of the core - 0.00342 mm²
WL/cell - 7.46 µm
RSZ-0062 raised after global routing - false
flops & latches, synth - 5
Die W - 80 µm
fill count - 388
top_reg_cell synth - edfxtp_1
Area Overhead vs Synth - 61.6%
Leakage Power - 0.223 nW
cell family with most CP delay - buffers and inverters
yosys xor share - 2.75%
register area - 140 µm²
## cell type report
| class | count | share of cell area, % |
|---|---|---|
| timing repair buffer | 14 | 24.5 |
| clock buffer | 4 | 5.10 |
| multi-input combinational | 23 | 30.6 |
| tap | 46 | 11.2 |
| inverter | 2 | 1.46 |
| sequential | 5 | 27.2 |
## repair_timing
action	4_1_cts	5_1_grt
endpoints found under the setup margin	2	1
pin swaps	3	0
resized	5	1
setup buffers	1	0
## worst paths after layout
check,slack [ps],start,depth (start not counted),end
worst max-delay path,160,tag_way0[0][55],3,miss
worst max register to register,700,tag_way1[0][55],5,tag_way0[0][56]
worst min register to register,660,tag_way1[0][55],2,lru_r[0]
worst min-delay path,660,tag_way1[0][55],2,lru_r[0]
## worst min-delay path, cell delays in order, from the launching register on
cell and delay (ps):
edfxtp_1 370, a21oi_1 50, o21ba_2 190
## kinds of logic after synthesis
group | after synthesis
simple gates | 11
compound gates | 7
buf+inv | 6
flops | 5
xor+xnor | 1
other cells | 1
## cells in the final DEF (no fill, tap or decap), drive strengths merged, types with 2 or more instances in the layout
master / netlist / layout
a21o: 2 / 2
buf: 4 / 5
clkbuf: 0 / 4
clkdlybuf4s50: 0 / 5
conb: 1 / 4
dlygate4sd2: 0 / 3
edfxtp: 4 / 4
inv: 2 / 2
nand3: 2 / 2
nor2: 2 / 2
o21bai: 2 / 2
## routing by layer
layer	share of wire [%]	global-route usage (%)	routed length, µm
met5	0	0	0
met4	2.7	0.880	19
met3	12	1.02	82
met2	45	3.21	316
met1	40	2.30	282
## report_power, final
group / internal, mW / switching, mW
clock: 0.0753 / 0.0398
combinational: 0.0365 / 0.0227
sequential: 0.123 / 0.00826
total: 0.235 / 0.0708
## state kept, by name, summed over array words and instances, names as in the netlist
name / flops
tag_way0: 2
lru_r: 1
tag_way1: 2
Power figures rest on the tool's default switching activity, not on a simulated workload.
