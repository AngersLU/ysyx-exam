--- run.sh ---
#!/bin/bash
# OpenROAD 26Q1-2900-gdf79404cd8, Yosys 0.63+post, stock flow scripts
make -C /OpenROAD-flow-scripts/flow DESIGN_CONFIG=/design/flow/config.mk WORK_HOME=/design/flow/orfs finish
--- config.mk ---
export PLATFORM = sky130hd
export DESIGN_NAME = ysyx_2022040010_icache_tag
export DESIGN_NICKNAME = ysyx_2022040010_icache_tag
export VERILOG_FILES = /design/flow/design.v
export SDC_FILE = /design/flow/constraint.sdc
export NUM_CORES = 4
export LEC_CHECK = 1
export CORE_UTILIZATION = 30
export SYNTH_MEMORY_MAX_BITS = 65536
--- constraint.sdc ---
current_design ysyx_2022040010_icache_tag

set clk_period 155.1
set clk_io_pct 0.2

create_clock -name clk0 -period $clk_period [get_ports {clk}]

set non_clock_inputs [all_inputs -no_clocks]
set_input_delay [expr $clk_period * $clk_io_pct] -clock clk0 $non_clock_inputs
set_output_delay [expr $clk_period * $clk_io_pct] -clock clk0 [all_outputs]
--- design.v ---
`timescale 1ns / 1ps
module ysyx_2022040010_icache_tag (
    input wire clk,
    input wire rst,
    input wire flush,
    output wire stallreq,
    input wire cache,
    input wire sram_e,
    input wire [63:0] sram_addr,
    input wire refresh,    
    output wire miss,
    output wire [2-1:0] hit,
    output wire lru
);
    reg [56-1:0] tag_way0 [64-1:0];   
    reg [56-1:0] tag_way1 [64-1:0];
    reg [64-1:0] lru_r;  
    wire [56-2:0] tag;   
    wire [5:0] index;            
    wire [2:0] offset;           
    wire hit_way0;             
    wire hit_way1;
    wire cache_v;
    assign cache_v = cache;
    assign {
        tag,
        index,
        offset
    } = sram_addr;
    always @(posedge clk) begin
        if (rst) begin
            lru_r <= 64'b0;
        end
        else if (hit_way0 & ~hit_way1) begin 
            lru_r[index] <= 1'b1;               
        end
        else if (~hit_way0 & hit_way1) begin
            lru_r[index] <= 1'b0;               
        end
        else if (refresh) begin
            lru_r[index] <= ~lru_r[index];   
        end
    end
    always @(posedge clk) begin
        if(rst) begin
            tag_way1[ 0] <= 56'b0;
            tag_way0[ 1] <= 56'b0;
            tag_way0[ 2] <= 56'b0;
            tag_way0[ 3] <= 56'b0;
            tag_way0[ 4] <= 56'b0;
            tag_way0[ 5] <= 56'b0;
            tag_way0[ 6] <= 56'b0;
            tag_way0[ 7] <= 56'b0;
            tag_way0[ 8] <= 56'b0;
            tag_way0[ 9] <= 56'b0;
            tag_way0[10] <= 56'b0;
            tag_way0[11] <= 56'b0;
            tag_way0[12] <= 56'b0;
            tag_way0[13] <= 56'b0;
            tag_way0[14] <= 56'b0;
            tag_way0[15] <= 56'b0;
            tag_way0[16] <= 56'b0;
            tag_way0[17] <= 56'b0;
            tag_way0[18] <= 56'b0;
            tag_way0[19] <= 56'b0;
            tag_way0[20] <= 56'b0;
            tag_way0[21] <= 56'b0;
            tag_way0[22] <= 56'b0;
            tag_way0[23] <= 56'b0;
            tag_way0[24] <= 56'b0;
            tag_way0[25] <= 56'b0;
            tag_way0[26] <= 56'b0;
            tag_way0[27] <= 56'b0;
            tag_way0[28] <= 56'b0;
            tag_way0[29] <= 56'b0;
            tag_way0[30] <= 56'b0;
            tag_way0[31] <= 56'b0;
            tag_way0[32] <= 56'b0;
            tag_way0[33] <= 56'b0;
            tag_way0[34] <= 56'b0;
            tag_way0[35] <= 56'b0;
            tag_way0[36] <= 56'b0;
            tag_way0[37] <= 56'b0;
            tag_way0[38] <= 56'b0;
            tag_way0[39] <= 56'b0;
            tag_way0[40] <= 56'b0;
            tag_way0[41] <= 56'b0;
            tag_way0[42] <= 56'b0;
            tag_way0[43] <= 56'b0;
            tag_way0[44] <= 56'b0;
            tag_way0[45] <= 56'b0;
            tag_way0[46] <= 56'b0;
            tag_way0[47] <= 56'b0;
            tag_way0[48] <= 56'b0;
            tag_way0[49] <= 56'b0;
            tag_way0[50] <= 56'b0;
            tag_way0[51] <= 56'b0;
            tag_way0[52] <= 56'b0;
            tag_way0[53] <= 56'b0;
            tag_way0[54] <= 56'b0;
            tag_way0[55] <= 56'b0;
            tag_way0[56] <= 56'b0;
            tag_way0[57] <= 56'b0;
            tag_way0[58] <= 56'b0;
            tag_way0[59] <= 56'b0;
            tag_way0[60] <= 56'b0;
            tag_way0[61] <= 56'b0;
            tag_way0[62] <= 56'b0;
            tag_way0[63] <= 56'b0;
        end
        else if (refresh & ~lru_r[index]) begin   
            tag_way0[index] <= {cache_v, tag};  
        end
    end
    always @(posedge clk) begin
        if(rst) begin
            tag_way1[ 0] <= 56'b0;
            tag_way1[ 1] <= 56'b0;
            tag_way1[ 2] <= 56'b0;
            tag_way1[ 3] <= 56'b0;
            tag_way1[ 4] <= 56'b0;
            tag_way1[ 5] <= 56'b0;
            tag_way1[ 6] <= 56'b0;
            tag_way1[ 7] <= 56'b0;
            tag_way1[ 8] <= 56'b0;
            tag_way1[ 9] <= 56'b0;
            tag_way1[10] <= 56'b0;
            tag_way1[11] <= 56'b0;
            tag_way1[12] <= 56'b0;
            tag_way1[13] <= 56'b0;
            tag_way1[14] <= 56'b0;
            tag_way1[15] <= 56'b0;
            tag_way1[16] <= 56'b0;
            tag_way1[17] <= 56'b0;
            tag_way1[18] <= 56'b0;
            tag_way1[19] <= 56'b0;
            tag_way1[20] <= 56'b0;
            tag_way1[21] <= 56'b0;
            tag_way1[22] <= 56'b0;
            tag_way1[23] <= 56'b0;
            tag_way1[24] <= 56'b0;
            tag_way1[25] <= 56'b0;
            tag_way1[26] <= 56'b0;
            tag_way1[27] <= 56'b0;
            tag_way1[28] <= 56'b0;
            tag_way1[29] <= 56'b0;
            tag_way1[30] <= 56'b0;
            tag_way1[31] <= 56'b0;
            tag_way1[32] <= 56'b0;
            tag_way1[33] <= 56'b0;
            tag_way1[34] <= 56'b0;
            tag_way1[35] <= 56'b0;
            tag_way1[36] <= 56'b0;
            tag_way1[37] <= 56'b0;
            tag_way1[38] <= 56'b0;
            tag_way1[39] <= 56'b0;
            tag_way1[40] <= 56'b0;
            tag_way1[41] <= 56'b0;
            tag_way1[42] <= 56'b0;
            tag_way1[43] <= 56'b0;
            tag_way1[44] <= 56'b0;
            tag_way1[45] <= 56'b0;
            tag_way1[46] <= 56'b0;
            tag_way1[47] <= 56'b0;
            tag_way1[48] <= 56'b0;
            tag_way1[49] <= 56'b0;
            tag_way1[50] <= 56'b0;
            tag_way1[51] <= 56'b0;
            tag_way1[52] <= 56'b0;
            tag_way1[53] <= 56'b0;
            tag_way1[54] <= 56'b0;
            tag_way1[55] <= 56'b0;
            tag_way1[56] <= 56'b0;
            tag_way1[57] <= 56'b0;
            tag_way1[58] <= 56'b0;
            tag_way1[59] <= 56'b0;
            tag_way1[60] <= 56'b0;
            tag_way1[61] <= 56'b0;
            tag_way1[62] <= 56'b0;
            tag_way1[63] <= 56'b0;
        end
        else if (refresh & lru_r[index]) begin     
            tag_way1[index] <= {cache_v, tag};    
        end
    end
    assign hit_way0 = cache_v & sram_e & ({1'b1, tag} == tag_way0[index]);
    assign hit_way1 = cache_v & sram_e & ({1'b1, tag} == tag_way1[index]);
    assign lru      = lru_r[index];
    assign hit      = {hit_way1, hit_way0};
    assign miss     = cache_v & sram_e & ~(hit_way0|hit_way1) & ~flush;
    assign stallreq = miss;  
endmodule
==> impl_metrics.yaml <==
# yosys + openroad results
place:
  dp_cells: 36900
  placed_area_um2: 352000
  preCtsSetupSlack_ns: 83.12
  hpwl_um: 900000
  gp_congestion: 1.02
  io_buffers: 71
clock_tree:
  cts_max_level: 6
  cts.sink_count: 7232
  clkLatencyLatePin_ns: 1.20
  ctsHoldBuffers: 0
  clkTransAtPathRegs_ns: 0.07
  cts_inserted_buffers: 755
  cts.path.max_buffers: 5
  cts_setup_buffers: 0
  cts_tree: "built"
  root_buffer: "clkbuf_16"
  cts-resized-gates: 0
finish:
  drive_above_1_share_pct: 16.5
  stdcell_area_um2: 375000
  areaGrowthSynthToFinish_pct: 13.1
  final_cells: 38500
  fin_util_pct: 34.1
  fillCellCount: 104000
die:
  std_cell_rows: 385
  die-height_um: 1050
  fp.dieW_um: 1050
  fp_util_pct: 30.1
  dieArea_um2: 1110000
  ios: 75
  fp.coreArea_um2: 1100000
power_and_ir_drop:
  ir_drop_v: 0.00000932
  swShare_pct: 25.4
  pwr-share-comb_pct: 9.4
  intPower_mw: 3.24
  pwr-share-clk_pct: 39.6
  powerDensity_nw_per_um2: 11.6
  share_seq_of_total_power_pct: 51.0
  power_mw: 4.34
  p_leak_nw: 131
  switchingPower_mw: 1.10
global_routing:
  grt_max_degree: 89
  grt_pass1_wl_um: 1920000
  antenna_found_initial: 191
  grt_pass1_vias: 216000
  grt.total_usage_pct: 27.2
  grt-ovfl-total: 0
synth:
  yosys_area_um2: 331000
  syn_area_um2: 331000
  avgSynthCellArea_um2: 14.1
  ys_seq_share_pct: 65.3
  ys_top_cells_by_area: "edfxtp_1 (65%), and2_1 (10%), mux4_2 (5.3%)"
  common_cells: "edfxtp_1 (7168), and2_1 (5473), clkbuf_1 (1923)"
  synth_flops: 7232
  synth_warnings: 1
  top_area_cell: "edfxtp_1"
  most_common_cell: "edfxtp_1"
  synthArstFlopShare_pct: 0
  top_cell_area_share_pct: 64.9
  flop_cell: "edfxtp_1"
  netlist_instances: 23500
  yosys_cells: 23500
  synthDistinctLibCells: 107
  edf_count: 7168
route:
  wl_per_cell_um: 37.5
  drt_iter0_markers: 18600
  firstDrtPassIters: 8
  vias: 215000
  wl_um: 1440000
  ant_nets: 0
  viasPerCell: 5.59
  drcViolationCount: 0
final_timing:
  finalSetupViolations: 0
  fin_crit_ns: 72.36
  slew_headroom_pct: 8.76
  rsz0062_at_grt: "false"
  fin_ws_ns: 82.74
  holdWs_ns: 0.463
  slew_violations: 0
  fmax_mhz: 13.8
  finalHoldViolCount: 0
  min_period_over_period_pct: 46.7
  finClkSkew_ns: 0.118
  worstMarginPinSlew_ns: 1.33
  tns_ns: 0
worst_hold_path:
  hold_depth: 2
  worstHoldStart: "lru_r[41]"
  hold_class: "reg -> reg"
  min_to: "lru_r[41]"
worst_setup_path:
  r2r_end: "lru_r[2]"
  reg2reg_setup_slack_ns: 148.24
  cp_max_fo: 36
  required_ns: 124.08
  r2r-start: "tag_way0[2][0]"
  crit_type: "in -> out"
  critPathLaunchType: "input pin"
  cp-end-kind: "output port"
  crit_arrival_ns: 41.34
  rr_worst_depth: 16
run_status:
  status: "finished, final reports clean"
job:
  warnings: 34
  drv_cap: 0
==> per-layer routing <==
layer / GRT usage [%] / vias to the layer above / share of wire (%)
met5: 9.19 / - / 0.83
met3: 25.7 / 4095 / 21
li1: - / 87300 / -
met4: 18.4 / 255 / 8.4
met1: 25.5 / 105000 / 29
met2: 35.8 / 18100 / 41
==> cell families (layout without fill, tap and decap cells) <==
| group | after synthesis | after routing | synth area share [%] |
|---|---|---|---|
| AOI/OAI and AO/OA | 2662 | 2662 | 5.93 |
| DFF | 7232 | 7232 | 65.3 |
| buffers and inverters | 2730 | 2780 | 3.78 |
| xor gates and xnor gates | 81 | 81 | 0.222 |
| adders and majority gates | 6 | 6 | 0.0211 |
| other | 0 | 240 | 0 |
| and+or+nand+nor | 8673 | 8673 | 15.3 |
| muxes | 2123 | 2123 | 9.47 |
==> flip-flops by register name (all words and copies together), names as in the netlist <==
signal,count
lru_r,64
tag_way0,3584
tag_way1,3584
==> layout make-up <==
cell class / instances / area, µm² / area share (%)
sequential: 7232 / 217000 / 57.8
clock inverter: 365 / 2460 / 0.657
inverter: 40 / 213 / 0.0568
timing repair buffer: 1424 / 11300 / 3.01
antenna: 240 / 601 / 0.160
tap: 14700 / 18400 / 4.91
multi-input combinational: 13500 / 105000 / 28.1
clock buffer: 951 / 19800 / 5.29
==> worst max-delay path, stage by stage <==
cell	delay, ns
buf_16	0.28
buf_4	0.52
buf_4	0.53
buf_4	0.53
buf_4	0.71
buf_4	0.54
buf_4	0.46
buf_4	0.54
buf_4	0.58
mux4_2	0.57
mux2i_1	0.75
o22ai_1	0.63
a211oi_1	0.41
a21oi_1	0.14
nor4_1	0.46
nand4_1	0.16
nand3b_1	0.19
or4_1	0.85
nor2_1	0.63
nor4_1	0.16
clkdlybuf4s50_1	0.44
==> power by group through the flow <==
stage / logic (mW) / clock network, mW / registers, mW
CTS: 0.388 / 1.72 / 2.21
global route: 0.408 / 1.79 / 2.22
finish: 0.409 / 1.72 / 2.21
==> how the worst max path moves through the flow <==
stage           startpoint        to  slack, ns
global route  sram_addr[3]  stallreq      82.37
finish        sram_addr[3]      miss      82.74
CTS           sram_addr[3]    hit[0]      83.08
==> layout by cell type (no fill, tap or decap), types with 162 or more instances in the layout <==
| master | Yosys | routed |
|---|---|---|
| edfxtp_1 | 7168 | 7168 |
| and2_1 | 5473 | 5471 |
| nor3_1 | 1717 | 1712 |
| buf_4 | 141 | 1343 |
| mux2i_1 | 1033 | 1031 |
| mux4_2 | 778 | 778 |
| clkbuf_16 | 0 | 764 |
| a22oi_1 | 498 | 498 |
| nand2_1 | 500 | 474 |
| a221oi_1 | 409 | 407 |
| o22ai_1 | 321 | 318 |
| mux2_2 | 307 | 307 |
| a21oi_1 | 259 | 255 |
| diode_2 | 0 | 240 |
| clkinv_1 | 1 | 203 |
| o21ai_0 | 339 | 201 |
| clkbuf_1 | 1923 | 186 |
| nand3_1 | 163 | 162 |
Power figures rest on the tool's default switching activity, not on a simulated workload.
