`flow/run.sh`:
```
#!/bin/bash
# OpenROAD 26Q1-2900-gdf79404cd8, Yosys 0.63+post, stock flow scripts
make -C /OpenROAD-flow-scripts/flow DESIGN_CONFIG=/design/flow/config.mk WORK_HOME=/design/flow/orfs finish
```
`flow/config.mk`:
```
export PLATFORM = sky130hd
export DESIGN_NAME = ysyx_2022040010_shift
export DESIGN_NICKNAME = ysyx_2022040010_shift
export VERILOG_FILES = /design/flow/design.v
export SDC_FILE = /design/flow/constraint.sdc
export NUM_CORES = 4
export LEC_CHECK = 1
export CORE_UTILIZATION = 40
```
`flow/design.v`:
```
`timescale 1ns/1ns
module ysyx_2022040010_shift (
    input wire[63:0] shift_operand,  
    input wire[63:0] shift_amount,  
    input wire[2:0] shift_op,  
    input wire alu_32,
    output reg[63:0] shift_result
);
    wire [63:0] shift_res;   
    wire op_srl;             
    wire [63:0] sra_mask;
    wire [63:0] srl_res;  
    wire [63:0] sra_res;  
    wire [63:0] sll_res;  
    wire [63:0] shift_src_temp;
    wire [63:0] shift_result_temp;
    wire [63:0] shift_src;
    wire [63:0] sraw_mask;
    wire [63:0] sraw_res;
    wire [63:0] sra_res_temp;
    assign shift_src = alu_32 ? {32'b0, shift_operand[31:0]} : shift_operand;
    assign op_srl = shift_op[2] ? 1 : 0;  
    assign shift_src_temp= op_srl ? {    
                                        shift_src[ 0], shift_src[ 1], shift_src[ 2], shift_src[ 3], shift_src[ 4], shift_src[ 5], shift_src[ 6],shift_src[ 7],
                                        shift_src[ 8], shift_src[ 9], shift_src[10], shift_src[11], shift_src[12], shift_src[13], shift_src[14],shift_src[15],
                                        shift_src[16], shift_src[17], shift_src[18], shift_src[19], shift_src[20], shift_src[21], shift_src[22],shift_src[23],
                                        shift_src[24], shift_src[25], shift_src[26], shift_src[27], shift_src[28], shift_src[29], shift_src[30],shift_src[31],
                                        shift_src[32], shift_src[33], shift_src[34], shift_src[35], shift_src[36], shift_src[37], shift_src[38],shift_src[39],
                                        shift_src[40], shift_src[41], shift_src[42], shift_src[43], shift_src[44], shift_src[45], shift_src[46],shift_src[47],
                                        shift_src[48], shift_src[49], shift_src[50], shift_src[51], shift_src[52], shift_src[53], shift_src[54],shift_src[55],
                                        shift_src[56], shift_src[57], shift_src[58], shift_src[59], shift_src[60], shift_src[61], shift_src[62],shift_src[63]
                                    }: shift_src[63:0];
    assign shift_res = shift_src_temp[63:0] >> shift_amount[63:0];
    assign sra_mask = ~(64'hffffffffffff >> shift_amount[63:0]);
    assign sraw_mask = ~(64'h0000_0000_ffff_ffff >> shift_amount[63:0]) & 64'h0000_0000_ffff_ffff;
    assign srl_res  = shift_res;   
    assign sraw_res = ({32'b0, {32{shift_src[31]}} } & sraw_mask) | shift_res;
    assign sra_res_temp  = ( {64{shift_src[63]}} & sra_mask ) | shift_res;  
    assign sra_res = alu_32 ? sraw_res : sra_res_temp;
    assign sll_res = {  shift_res[ 0], shift_res[ 1],shift_res[ 2],shift_res[ 3],shift_res[ 4],shift_res[ 5],shift_res[ 6],shift_res[ 7],
                        shift_res[ 8], shift_res[ 9],shift_res[10],shift_res[11],shift_res[12],shift_res[13],shift_res[14],shift_res[15], 
                        shift_res[16], shift_res[17],shift_res[18],shift_res[19],shift_res[20],shift_res[21],shift_res[22],shift_res[23],
                        shift_res[24], shift_res[25],shift_res[26],shift_res[27],shift_res[28],shift_res[29],shift_res[30],shift_res[31],
                        shift_res[32], shift_res[33],shift_res[34],shift_res[35],shift_res[36],shift_res[37],shift_res[38],shift_res[39],
                        shift_res[40], shift_res[41],shift_res[42],shift_res[43],shift_res[44],shift_res[45],shift_res[46],shift_res[47],
                        shift_res[48], shift_res[49],shift_res[50],shift_res[51],shift_res[52],shift_res[53],shift_res[54],shift_res[55],
                        shift_res[56], shift_res[57],shift_res[58],shift_res[59],shift_res[60],shift_res[61],shift_res[62],shift_res[63]
                        };  
    assign shift_result_temp =  shift_op[2] ? sll_res : 
                                shift_op[1] ? srl_res :
                                shift_op[0] ? sra_res : 64'b0 ;
    assign shift_result = alu_32 ? { {32{shift_result_temp[31]}}, shift_result_temp[31:0]} : shift_result_temp;
endmodule
```
`flow/constraint.sdc`:
```
current_design ysyx_2022040010_shift

set clk_period 27.0
set clk_io_pct 0.2

create_clock -name clk0 -period $clk_period

set non_clock_inputs [all_inputs -no_clocks]
set_input_delay [expr $clk_period * $clk_io_pct] -clock clk0 $non_clock_inputs
set_output_delay [expr $clk_period * $clk_io_pct] -clock clk0 [all_outputs]
```
==> Changelog: implementation <==
## Flow update

* Via count at 11584
* Antenna-violating nets left at 0
* Final worst path period share at 56.4%
* Worst Path Max Fanout at 44
* PD cells at 20.0 nW/µm²
* Max frequency at 65.7 MHz
* Seq share, synth at 0%
* CTS Hold Bufs at 0
* Cts repair resizes at 0
* Io pins at 196
* Grt ovf at 0
* CP startpoint kind: input pin
* Tmin final at 15.22 ns
* Register area at 0 µm²
* YS chip area at 8570 µm²
* Top cells, area: mux4_2, mux2i_1, nand2_1
* Final Hold Fails at 0
* Hpwl dp at 39.7 mm
* Max Cap Viol at 0
* Yosys cell types at 77
* Drt via density at 7.62
* P&R area growth vs syn at 23.5%
* Slowest CP cell: nor4_1
* Core box area at 21000 µm²
* Largest net degree at the start of global routing at 64
* Total Wirelength at 52.4 mm
* Violation count after the first detailed-routing iteration at 1546
* Leakage at 0.00355 µW
* Top cell excl fill/tap: clkdlybuf4s50_1
* Initial antenna violation count at 2
* Min-Delay Path Class: in -> out
* # Cells Yosys at 1126
* FP Rows at 53
* Vias in the first global route at 11108
* Max Slew Vio Count at 0
* Wire length per cell at 34.5 µm
* Top Layout Cells: clkdlybuf4s50_1, nand2_1, mux4_2
* Measured slew at the worst slew-check pin at 0.957 ns
* Final setup violation count at 0
* Synth warnings at 1
* Fp util at 40.8%
* Layout cells sized above 1 at 15.0%
* DRC viols at 0
* CP top delay family: buffers and inverters
* Critical path class: in -> out
* Synthesized area per cell at 7.61 µm²
* First-pass GRT wire length at 75.8 mm
* Post-CTS Setup Repair Bufs at 0
* Clock buf count at 0
* GP Congestion at 1.17
* CP endpoint kind: output port
* Peak VDD IR at 0.0000149 V
* Die W at 148 µm
* Worst path required time at 21.60 ns
* Die Y at 148 µm
* Outcome: completed
* Drt first pass iters at 8
* Critical-path cell list: buf_2 > buf_4 > inv_2 > buf_4 > mux4_2 > mux4_2 > a221oi_1 > nor3_1 > nor4_1 > o21ai_0 > clkdlybuf4s50_1
* Worst slew margin at 35.8%
* Tally of OpenROAD warnings at 32
* Die Size at 22000 µm²
* GRT Overall Usage at 49.3%
* Top-area cell type share of the netlist area at 26.5%
* Yosys top cell by area: mux4_2
* RSZ-0062 raised after global routing: false
* Largest stage delay on the critical path at 0.77 ns
* Buffers on Ports at 196
* Crit path DAT at 9.82 ns
* Placed inst area at 10600 µm²
* Worst Path Buf+Inv at 5
* Flop count at 0
* Finished Cell Area at 10600 µm²
* Cells after synthesis at 1126
* Setup TNS at 0 ns
* Synth Cell Area at 8570 µm²
[synth_stat cells, types with 9 or more instances]
master / number
and2_1: 9
nor4_1: 18
a21oi_1: 88
a211oi_1: 13
o221ai_1: 9
clkbuf_1: 59
o21ai_0: 66
nor2_1: 93
o211ai_1: 12
o21a_1: 9
a32oi_1: 12
nand3_1: 40
mux2_2: 15
buf_2: 20
nand2_1: 130
mux2i_1: 88
mux4_2: 101
a221oi_1: 9
a22oi_1: 13
buf_4: 9
buf_1: 21
nor3_1: 30
nor2b_1: 37
a21o_1: 11
a31oi_1: 20
o22ai_1: 24
[report_power, final]
group	switching [µW]	total (µW)	internal, µW	leakage (µW)
clock	0	0.00000000327	0	0.00000000327
combinational	123	212	88.9	0.00355
sequential	0	0	0	0
[metal layers]
layer | global-route usage (%) | share of wire [%]
met1 | 61.2 | 35
met2 | 70.1 | 41
met3 | 23.8 | 16
met4 | 28.5 | 7.5
met5 | 0 | 0
[cells by family after synthesis]
logic type / synth area share, %
and+or+nand+nor: 22.9
AOI/OAI and AO/OA: 30.6
muxes: 39.1
buffers and inverters: 6.77
adders and majority gates: 0.700
[tightest hold or removal path, cell delays in order]
cell and delay, ns:
buf_4 0.29, nand2_1 0.18, a21boi_2 0.06, clkdlybuf4s50_1 0.39
[worst paths after layout]
| path | from | end | slack (ns) | cells past startpoint |
|---|---|---|---|---|
| worst max-delay path | shift_amount[1] | shift_result[5] | 11.78 | 11 |
| worst min-delay path | shift_op[2] | shift_result[47] | 11.74 | 4 |
[final cells by class]
class / count / area (µm²)
well taps: 275 / 344
diodes: 1 / 2.50
inverters: 9 / 33.8
fillers: 2066 / 10400
multi-input cells: 1001 / 8000
repair buffers: 234 / 2210
[stage by stage]
step	setup WS [ns]	power (µW)	std cells	hold WS, ns	util, %
6_report	11.78	212	1520	11.74	50.4
5_1_grt	11.59	219	1519	11.77	50.4
4_1_cts	11.95	202	1519	11.72	50.4
3_5_place_dp	11.97	202	1519	11.72	50.4
3_3_place_gp	11.98	202	1519	11.72	50.4
2_1_floorplan	13.69	119	1126	11.01	-
Power is estimated from default activity; no workload was simulated.
