File: flow/run.sh
#!/bin/bash
# OpenROAD 26Q1-2900-gdf79404cd8, Yosys 0.63+post, stock flow scripts
make -C /OpenROAD-flow-scripts/flow DESIGN_CONFIG=/design/flow/config.mk WORK_HOME=/design/flow/orfs finish
File: flow/config.mk
export PLATFORM = sky130hd
export DESIGN_NAME = ysyx_2022040010_dcache_data
export DESIGN_NICKNAME = ysyx_2022040010_dcache_data
export VERILOG_FILES = /design/flow/design.v
export SDC_FILE = /design/flow/constraint.sdc
export NUM_CORES = 4
export LEC_CHECK = 1
export CORE_UTILIZATION = 50
File: flow/constraint.sdc
current_design ysyx_2022040010_dcache_data

set clk_period 36.6
set clk_io_pct 0.2

create_clock -name clk0 -period $clk_period [get_ports {clk}]

set non_clock_inputs [all_inputs -no_clocks]
set_input_delay [expr $clk_period * $clk_io_pct] -clock clk0 $non_clock_inputs
set_output_delay [expr $clk_period * $clk_io_pct] -clock clk0 [all_outputs]
File: flow/design.v
`timescale 1ns / 1ps
module ysyx_2022040010_cache_bank (
    input  wire clk,
    input  wire en,
    input  wire we,
    input  wire addr,
    input  wire [63:0] in,
    output reg  [63:0] out
);
    reg [63:0] bank;
    always @(posedge clk) begin
        if (en & ~we & addr) begin
            out <= bank;
        end
        else if (en & we & addr) begin
            bank <= in;
            out  <= in;
        end
    end
endmodule
`timescale 1ns / 1ps
module ysyx_2022040010_dcache_data (
    input wire clk, 
    input wire rst,
    input wire write_back,
    input wire [2-1:0] hit,
    input wire lru,   
    input wire cache,
    input wire dirty,
    input wire sram_e,
    input wire sram_we,
    input wire  [63:0] sram_addr,
    input wire  [63:0] sram_wdata,
    output wire [63:0] sram_rdata,
    output wire        dcache_rw_over,
    input wire refresh,
    input wire [63:0] cacheline_new,
    output wire [63:0] cacheline_old
);
    wire [63:0] rdata_way0 [63:0];  
    wire [63:0] rdata_way1 [63:0]; 
    wire [56-1:0]   tag;  
    wire [5:0]              index;             
    wire [2:0]              offset;            
    reg  [2-1:0]   hit_r;  
    reg                     lru_r;
    reg                     cache_r; 
    assign {
        tag,
        index,
        offset 
    } = sram_addr;
    wire [63:0] bank_sel;
    reg  [63:0] bank_sel_r;
    ysyx_2022040010_decoder_6_64 u_decoder_6_64(
        .in     (index   ),
        .out    (bank_sel)
    );
    always @(posedge clk) begin
        if (rst) begin
            hit_r       <= 2'b0;
            lru_r       <= 1'b0;
            cache_r     <= 1'b1;
            bank_sel_r  <= 64'b0;
        end
        else begin
            hit_r       <= hit;
            lru_r       <= lru;
            cache_r     <= cache;
            bank_sel_r  <= bank_sel;
        end
    end
    genvar gv_w0;
    generate
        for(gv_w0 = 0; gv_w0 < 64; gv_w0 = gv_w0 + 1)
            begin: dloopway0
                ysyx_2022040010_cache_bank bankx_way0(
                    .clk    (clk),
                    .en     (cache & sram_e & bank_sel[gv_w0] & hit[0] | write_back),
                    .we     (refresh?~lru_r?1'b1:1'b0:write_back?1'b0:sram_we), 
                    .addr   (index==gv_w0),
                    .in     (refresh?cacheline_new:sram_wdata),
                    .out    (rdata_way0[gv_w0])
                );
            end
    endgenerate
    genvar gv_w1;
    generate
        for(gv_w1 = 0; gv_w1 < 64; gv_w1 = gv_w1 + 1)
            begin: dloopway1
                ysyx_2022040010_cache_bank bankx_way1( 
                    .clk    (clk),
                    .en     (cache & sram_e & bank_sel[gv_w1] & hit[1] | write_back),
                    .we     (refresh?lru_r?1'b1:1'b0:write_back?1'b0:sram_we),        
                    .addr   (index==gv_w1),
                    .in     (refresh?cacheline_new:sram_wdata),
                    .out    (rdata_way1[gv_w1])
                );
            end
    endgenerate
    wire [63:0] sram_rdata_way0, sram_rdata_way1;
    assign sram_rdata_way0 =    ~cache_r        ? 64'b0 :
                                bank_sel_r[ 0]  ? rdata_way0[ 0] :
                                bank_sel_r[ 1]  ? rdata_way0[ 1] :
                                bank_sel_r[ 2]  ? rdata_way0[ 2] :
                                bank_sel_r[ 3]  ? rdata_way0[ 3] :
                                bank_sel_r[ 4]  ? rdata_way0[ 4] :
                                bank_sel_r[ 5]  ? rdata_way0[ 5] :
                                bank_sel_r[ 6]  ? rdata_way0[ 6] :
                                bank_sel_r[ 7]  ? rdata_way0[ 7] :
                                bank_sel_r[ 8]  ? rdata_way0[ 8] :
                                bank_sel_r[ 9]  ? rdata_way0[ 9] :
                                bank_sel_r[10]  ? rdata_way0[10] :
                                bank_sel_r[11]  ? rdata_way0[11] :
                                bank_sel_r[12]  ? rdata_way0[12] :
                                bank_sel_r[13]  ? rdata_way0[13] :
                                bank_sel_r[14]  ? rdata_way0[14] :
                                bank_sel_r[15]  ? rdata_way0[15] :
                                bank_sel_r[16]  ? rdata_way0[16] :
                                bank_sel_r[17]  ? rdata_way0[17] :
                                bank_sel_r[18]  ? rdata_way0[18] :
                                bank_sel_r[19]  ? rdata_way0[19] :
                                bank_sel_r[20]  ? rdata_way0[20] :
                                bank_sel_r[21]  ? rdata_way0[21] :
                                bank_sel_r[22]  ? rdata_way0[22] :
                                bank_sel_r[23]  ? rdata_way0[23] :
                                bank_sel_r[24]  ? rdata_way0[24] :
                                bank_sel_r[25]  ? rdata_way0[25] :
                                bank_sel_r[26]  ? rdata_way0[26] :
                                bank_sel_r[27]  ? rdata_way0[27] :
                                bank_sel_r[28]  ? rdata_way0[28] :
                                bank_sel_r[29]  ? rdata_way0[29] :
                                bank_sel_r[30]  ? rdata_way0[30] :
                                bank_sel_r[31]  ? rdata_way0[31] :
                                bank_sel_r[32]  ? rdata_way0[32] :
                                bank_sel_r[33]  ? rdata_way0[33] :
                                bank_sel_r[34]  ? rdata_way0[34] :
                                bank_sel_r[35]  ? rdata_way0[35] :
                                bank_sel_r[36]  ? rdata_way0[36] :
                                bank_sel_r[37]  ? rdata_way0[37] :
                                bank_sel_r[38]  ? rdata_way0[38] :
                                bank_sel_r[39]  ? rdata_way0[39] :
                                bank_sel_r[40]  ? rdata_way0[40] :
                                bank_sel_r[41]  ? rdata_way0[41] :
                                bank_sel_r[42]  ? rdata_way0[42] :
                                bank_sel_r[43]  ? rdata_way0[43] :
                                bank_sel_r[44]  ? rdata_way0[44] :
                                bank_sel_r[45]  ? rdata_way0[45] :
                                bank_sel_r[46]  ? rdata_way0[46] :
                                bank_sel_r[47]  ? rdata_way0[47] :
                                bank_sel_r[48]  ? rdata_way0[48] :
                                bank_sel_r[49]  ? rdata_way0[49] :
                                bank_sel_r[50]  ? rdata_way0[50] :
                                bank_sel_r[51]  ? rdata_way0[51] :
                                bank_sel_r[52]  ? rdata_way0[52] :
                                bank_sel_r[53]  ? rdata_way0[53] :
                                bank_sel_r[54]  ? rdata_way0[54] :
                                bank_sel_r[55]  ? rdata_way0[55] :
                                bank_sel_r[56]  ? rdata_way0[56] :
                                bank_sel_r[57]  ? rdata_way0[57] :
                                bank_sel_r[58]  ? rdata_way0[58] :
                                bank_sel_r[59]  ? rdata_way0[59] :
                                bank_sel_r[60]  ? rdata_way0[60] :
                                bank_sel_r[61]  ? rdata_way0[61] :
                                bank_sel_r[62]  ? rdata_way0[62] :
                                bank_sel_r[63]  ? rdata_way0[63] : 64'b0;
    assign sram_rdata_way1 =    ~cache_r       ? 64'b0 :
                                bank_sel_r[ 0]  ? rdata_way1[ 0] :
                                bank_sel_r[ 1]  ? rdata_way1[ 1] :
                                bank_sel_r[ 2]  ? rdata_way1[ 2] :
                                bank_sel_r[ 3]  ? rdata_way1[ 3] :
                                bank_sel_r[ 4]  ? rdata_way1[ 4] :
                                bank_sel_r[ 5]  ? rdata_way1[ 5] :
                                bank_sel_r[ 6]  ? rdata_way1[ 6] :
                                bank_sel_r[ 7]  ? rdata_way1[ 7] :
                                bank_sel_r[ 8]  ? rdata_way1[ 8] :
                                bank_sel_r[ 9]  ? rdata_way1[ 9] :
                                bank_sel_r[10]  ? rdata_way1[10] :
                                bank_sel_r[11]  ? rdata_way1[11] :
                                bank_sel_r[12]  ? rdata_way1[12] :
                                bank_sel_r[13]  ? rdata_way1[13] :
                                bank_sel_r[14]  ? rdata_way1[14] :
                                bank_sel_r[15]  ? rdata_way1[15] :
                                bank_sel_r[16]  ? rdata_way1[16] :
                                bank_sel_r[17]  ? rdata_way1[17] :
                                bank_sel_r[18]  ? rdata_way1[18] :
                                bank_sel_r[19]  ? rdata_way1[19] :
                                bank_sel_r[20]  ? rdata_way1[20] :
                                bank_sel_r[21]  ? rdata_way1[21] :
                                bank_sel_r[22]  ? rdata_way1[22] :
                                bank_sel_r[23]  ? rdata_way1[23] :
                                bank_sel_r[24]  ? rdata_way1[24] :
                                bank_sel_r[25]  ? rdata_way1[25] :
                                bank_sel_r[26]  ? rdata_way1[26] :
                                bank_sel_r[27]  ? rdata_way1[27] :
                                bank_sel_r[28]  ? rdata_way1[28] :
                                bank_sel_r[29]  ? rdata_way1[29] :
                                bank_sel_r[30]  ? rdata_way1[30] :
                                bank_sel_r[31]  ? rdata_way1[31] :
                                bank_sel_r[32]  ? rdata_way1[32] :
                                bank_sel_r[33]  ? rdata_way1[33] :
                                bank_sel_r[34]  ? rdata_way1[34] :
                                bank_sel_r[35]  ? rdata_way1[35] :
                                bank_sel_r[36]  ? rdata_way1[36] :
                                bank_sel_r[37]  ? rdata_way1[37] :
                                bank_sel_r[38]  ? rdata_way1[38] :
                                bank_sel_r[39]  ? rdata_way1[39] :
                                bank_sel_r[40]  ? rdata_way1[40] :
                                bank_sel_r[41]  ? rdata_way1[41] :
                                bank_sel_r[42]  ? rdata_way1[42] :
                                bank_sel_r[43]  ? rdata_way1[43] :
                                bank_sel_r[44]  ? rdata_way1[44] :
                                bank_sel_r[45]  ? rdata_way1[45] :
                                bank_sel_r[46]  ? rdata_way1[46] :
                                bank_sel_r[47]  ? rdata_way1[47] :
                                bank_sel_r[48]  ? rdata_way1[48] :
                                bank_sel_r[49]  ? rdata_way1[49] :
                                bank_sel_r[50]  ? rdata_way1[50] :
                                bank_sel_r[51]  ? rdata_way1[51] :
                                bank_sel_r[52]  ? rdata_way1[52] :
                                bank_sel_r[53]  ? rdata_way1[53] :
                                bank_sel_r[54]  ? rdata_way1[54] :
                                bank_sel_r[55]  ? rdata_way1[55] :
                                bank_sel_r[56]  ? rdata_way1[56] :
                                bank_sel_r[57]  ? rdata_way1[57] :
                                bank_sel_r[58]  ? rdata_way1[58] :
                                bank_sel_r[59]  ? rdata_way1[59] :
                                bank_sel_r[60]  ? rdata_way1[60] :
                                bank_sel_r[61]  ? rdata_way1[61] :
                                bank_sel_r[62]  ? rdata_way1[62] :
                                bank_sel_r[63]  ? rdata_way1[63] : 64'b0;
    assign sram_rdata = hit_r[0] ? sram_rdata_way0 : 
                        hit_r[1] ? sram_rdata_way1 : 64'b0;
    assign cacheline_old = write_back? lru_r ? sram_rdata_way1 : sram_rdata_way0 : 64'b0;
    assign dcache_rw_over = hit_r[0] | hit[1]; 
endmodule
`timescale 1ns / 1ps
module ysyx_2022040010_decoder_6_64 (
    input wire [5:0]    in,
    output wire [63:0]    out
);
    genvar i;
    generate 
        for (i = 0; i < 64; i = i + 1) 
            begin: decoder6
                assign out[i] = (in == i);
            end
    endgenerate
endmodule
==> reports/qor.yml <==
synth:
  synth-edff-count: 16380
  syn_area_mm2: 0.6482
  ys.flop_type: "edfxtp_1"
  synth_flop_count: 16450
  top_area_cell: "edfxtp_1"
  synth.area.top_cells: "edfxtp_1, a21oi_1, nor2_1, clkbuf_1, nand2_1"
  synth.distinct_cells: 67
  synth_seq_share_pct: 76.11
  synth-area-yosys_mm2: 0.6482
  synthTopCellsByCount: "edfxtp_1, a21oi_1, nor2_1"
  yosysWarnings: 2
  ys_cells: 48380
  avgSynthCellArea_um2: 13.40
  async_reset_ff_share_pct: 0
  post-synth-top-count-cell: "edfxtp_1"
  top_area_share_pct: 75.90
  postSynthCellCount: 48380
critical_path:
  cpMaxStageDelayCell: "buf_4"
  crit_path_start_kind: "input pin"
  critical_path_required_ns: 29.28
  critPathMaxStageDelay_ns: 0.75
  path_max_fanout: 62
  crit_buf_inv: 3
  end_kind: "primary output"
  cp_data_arrival_time_ns: 10.75
  crit_chain: "clkdlybuf4s50_1 > nand2_1 > nor2_4 > buf_4 > a22o_1 > clkdlybuf4s50_1"
  cpLargestDelayFamily: "buffers and inverters"
  cp_common_cell: "clkdlybuf4s50_1"
  crit_type: "input pin to primary output"
clock_tree:
  clock_path_buffers: 6
  cts_buffers: 1730
  cts_hold_buf: 0
  cts_sinks: 16450
  cts_resized: 0
  cts-htree-levels: 7
  cts.reportedPaths.clkPinSlew_ns: 0.06
  post-cts-setup-buffer-count: 0
  cts_root_buffer: "clkbuf_16"
  cts_tree: "built"
  insertion_delay_ns: 1.41
drt:
  drt-total-wl_um: 2625000
  drt_first_pass_iters: 9
  avgViaCountPerCell: 6.465
  drcViolationCount: 0
  drtAntennaViolNets: 0
  first_iter_violations: 37060
  avgRoutedWirePerCell_um: 38.83
  vias: 436900
floorplanning:
  fp-utilization_pct: 50.22
  fp.coreArea_mm2: 1.291
  die_w_um: 1141
  die_height_um: 1141
  num_rows: 417
  io_pins: 332
  die_area_mm2: 1.301
cells_and_area:
  nFillCells: 96880
  area_growth_pct: 13.64
  finish.utilization_pct: 57.07
  drive_gt1_share_pct: 11.48
timing:
  rsz0062_at_grt: "false"
  worst_slew_pin_slew_ns: 1.506
  hold_ws_ns: 0.5133
  setup-violations-final: 0
  skew_ns: 0.1178
  final_max_slew_viol_count: 3
  relSlewSlack_pct: -1.280
  period_needed_ns: 18.07
  finalSetupTns_ns: 0
  period_used_pct: 49.37
  hold_violations: 0
  fmax_mhz: 55.34
place:
  place_congestion: 1.032
  hpwlAfterDp_um: 1654000
  io_buffers: 272
outcome:
  violations: "capacitance limit, slew limit"
  status: "complete, but fails checks"
grt:
  grt_max_degree: 105
  antenna_found_initial: 232
  overflow: 0
  grt_usage_pct: 44.72
  grt_pass1_wl_um: 3536000
  grt_pass1_vias: 444500
power:
  p_leak_nw: 242.3
  power_density_mw_per_mm2: 54.69
  peakVddDrop_mv: 0.04770
job:
  cap_violations: 2
  tool_warnings: 90
hold_path:
  worstHoldPathType: "flip-flop to flip-flop"
placed cells by master, fill, tap and decap left out, types with 258 or more instances in the layout:
cell | netlist | routed
clkbuf_16 | 0 | 1757
nor2b_1 | 400 | 387
o211ai_1 | 258 | 258
buf_4 | 8 | 2531
a22o_1 | 378 | 378
nor3_1 | 438 | 386
clkbuf_1 | 3790 | 360
nor2_1 | 8762 | 8534
clkinv_1 | 0 | 411
clkdlybuf4s50_1 | 0 | 270
o22ai_1 | 892 | 892
clkinv_2 | 0 | 332
nor3b_1 | 267 | 263
o21ai_0 | 1253 | 1223
a21oi_1 | 9230 | 9228
nand2_1 | 2178 | 2116
nand3b_1 | 383 | 383
diode_2 | 0 | 337
edfxtp_1 | 16380 | 16380
final cells by class:
| cell class | count | area, um2 | area share, % |
|---|---|---|---|
| clock buffers | 2119 | 45350 | 6.156 |
| repair buffers | 2878 | 23210 | 3.151 |
| clock inverters | 930 | 7492 | 1.017 |
| inverters | 211 | 1303 | 0.1768 |
| well taps | 17180 | 21490 | 2.918 |
| diodes | 337 | 843.3 | 0.1145 |
| multi-input cells | 27480 | 143500 | 19.48 |
| flip-flops and latches | 16450 | 493500 | 66.99 |
stage by stage:
step	power [mW]	cell area [um2]	setup WS, ns	instances
final	40.28	736600	18.53	67590
after global routing	41.03	736300	18.51	67460
after detailed placement	23.68	682900	18.58	64200
after global placement	23.65	682900	18.60	64200
after CTS	40.12	735800	18.56	67250
after floorplan	22.23	648200	21.12	48380
tightest hold or removal path, cell delays in order (launching register included):
cell and delay, ns:
edfxtp_1 0.32, nor2_1 0.04, a21oi_1 0.10
cell families (layout without fill, tap and decap cells):
logic type      count (synthesis)  after routing  synth area share, %
flops                       16450          16450                76.11
other cells                     0            337                    0
mux                            65             65               0.1004
simple gates                13070          13070                8.377
buf+inv                      4442           6138                2.629
compound gates              14350          14350                12.78
state kept, by name, indices dropped and copies added (netlist names):
signal,count
cache_r,1
dloopway1.bankx_way1.out,4096
hit_r,2
dloopway1.bankx_way1.bank,4096
lru_r,1
dloopway0.bankx_way0.out,4096
bank_sel_r,64
dloopway0.bankx_way0.bank,4096
per-layer routing:
| metal | wire (um) | global-route usage, % |
|---|---|---|
| met5 | 41340 | 24.15 |
| met4 | 229700 | 27.91 |
| met3 | 619100 | 44.57 |
| met2 | 1054000 | 54.85 |
| met1 | 680700 | 44.55 |
final timing paths:
check | startpoint | end | slack (ns) | depth (start not counted)
worst min register to register | dloopway1[61].bankx_way1.bank[58] | dloopway1[61].bankx_way1.out[58] | 0.51 | 2
worst max register to register | lru_r | dloopway1[8].bankx_way1.out[32] | 31.87 | 10
worst min-delay path | dloopway1[61].bankx_way1.bank[58] | dloopway1[61].bankx_way1.out[58] | 0.51 | 2
worst max-delay path | write_back | cacheline_old[16] | 18.53 | 6
where the power goes:
group / switching (mW) / leakage, nW / internal (mW) / total [mW]
logic: 1.99 / 68.5 / 0.518 / 2.51
registers: 0.0167 / 148 / 20.9 / 21.0
clock network: 7.24 / 26.0 / 9.57 / 16.8
Power figures rest on the tool's default switching activity, not on a simulated workload.
